==> design.v <==
module lcd_int(                                                                           
  input[6:0] bin_in,
  output logic [6:0] Segment1,
                     Segment0);
  logic[6:0] bin0;                         
  assign bin0 = bin_in % 10;   
  logic[6:0] bin1;                         
  assign bin1 = bin_in/10;         
  always_comb case(bin0) 
    4'b0000 : Segment0 = 7'h7E;
    4'b0001 : Segment0 = 7'h30;
    4'b0010 : Segment0 = 7'h6D;
    4'b0011 : Segment0 = 7'h79;
    4'b0100 : Segment0 = 7'h33;          
    4'b0101 : Segment0 = 7'h5B;
    4'b0110 : Segment0 = 7'h5F;
    4'b0111 : Segment0 = 7'h70;
    4'b1000 : Segment0 = 7'h7F;
    4'b1001 : Segment0 = 7'h7B;
        default : Segment0 = 7'h00;
  endcase
    always_comb case(bin1) 
    4'b0000 : Segment1 = 7'h7E;
    4'b0001 : Segment1 = 7'h30;
    4'b0010 : Segment1 = 7'h6D;
    4'b0011 : Segment1 = 7'h79;
    4'b0100 : Segment1 = 7'h33;          
    4'b0101 : Segment1 = 7'h5B;
    4'b0110 : Segment1 = 7'h5F;
    4'b0111 : Segment1 = 7'h70;
    4'b1000 : Segment1 = 7'h7F;
    4'b1001 : Segment1 = 7'h7B;
        default : Segment1 = 7'h00;
  endcase
endmodule
==> run.sh <==
#!/bin/bash
# OpenROAD 26Q1-2900-gdf79404cd8, Yosys 0.63+post, stock flow scripts
make -C /OpenROAD-flow-scripts/flow DESIGN_CONFIG=/design/flow/config.mk WORK_HOME=/design/flow/orfs finish
==> config.mk <==
export PLATFORM = sky130hd
export DESIGN_NAME = lcd_int
export DESIGN_NICKNAME = lcd_int
export VERILOG_FILES = /design/flow/design.v
export SDC_FILE = /design/flow/constraint.sdc
export NUM_CORES = 4
export LEC_CHECK = 1
export CORE_AREA = 10 10 74 74
export DIE_AREA = 0 0 84 84
==> constraint.sdc <==
current_design lcd_int

set clk_period 4.6
set clk_io_pct 0.2

create_clock -name clk0 -period $clk_period

set non_clock_inputs [all_inputs -no_clocks]
set_input_delay [expr $clk_period * $clk_io_pct] -clock clk0 $non_clock_inputs
set_output_delay [expr $clk_period * $clk_io_pct] -clock clk0 [all_outputs]
==> Slide: Implementation Results <==
Synthesis and Place & Route Summary

CTS
  – CTS Hold Bufs: 0

Setup path
  – Crit path cell chain: buf_6 > nor2_4 > inv_2 > ha_4 > nor2b_4 > o21a_1 > or4_4 > a21oi_4 > o21ai_4 > clkinv_4 > o221a_4 > o21ai_4 > inv_4 > xnor2_2 > ha_2 > buf_6 > inv_4 > a2111oi_2 > or4_1 > a21oi_1 > buf_2
  – CP max stage delay: 0.53 ns
  – Worst path slowest cell: or4_4
  – Worst path bufs/invs: 7
  – Worst EP required: between 3 and 4 ns
  – Largest delay share family, worst path: simple AND/OR/NAND/NOR gates
  – CP Class: in -> out
  – Data arrival time of the critical path: 4.09 ns
  – Critical path startpoint category: primary input
  – CP max FO: 6
  – Setup crit end kind: output port

STA
  – Final setup margin: -0.406 ns
  – Final Max-Slew Violation Tally: 0
  – Max-slew headroom: 0.697
  – Final tally of hold violations: 0
  – Crit path time final: 5.01 ns
  – Final worst path period share: 1.09
  – RSZ-0062 raised after global routing: true
  – Actual slew at the worst max-slew pin: approximately 0.45 ns
  – Final setup vio count: 12
  – F_max: approximately 200 MHz

Pwr
  – Combinational Power Share: 1.000
  – Final Power: 0.340 mW
  – Sw Share: 0.457
  – Power Density: around 170 mW/mm^2
  – Sequential share of power: 0
  – LEAKAGE: about 0.9 nW
  – Cell-internal power: about 0.18 mW
  – Worst vdd ir: 0.0380 mV
  – Clock Power Share: 0
  – Switching power: approximately 0.16 mW

GRT
  – Grt ovf: 0
  – GR peak layer: met2
  – First-pass GRT wire length: between 6000 and 7000 um
  – Met1 GRT Util: 0.139
  – Vias in the first global route: 1401
  – Initial antenna violation count: 0
  – Met3 Use GR: 0.00591
  – Pin count of the biggest net entering global routing: 17
  – GRT Overall Usage: 0.0993
  – Met2 Usage GRT: 0.169

Layout
  – Ratio of cells with drive above 1 in the final layout: 0.504
  – Flops: 0
  – Area added between synthesis and finish: 79.3%
  – Final instance area: approximately 0.0020 mm^2
  – MI comb area: ~0.0012 mm^2
  – Clock buf count: 0
  – Flop area: 0 um^2
  – Fill count: ~350
  – Non-filler cells, final: between 200 and 300
  – Finished Core Util: 0.508

Hold path
  – Hold Crit Start: bin_in[4]
  – Hold Crit Class: in -> out
  – Hold depth: 9
  – Hold EP: Segment0[1]

Drt
  – # diodes: 0
  – Pre-antenna DRT Iters: 4
  – Routed length per instance: between 10 and 15 um
  – Post-route ant nets: 0
  – DRC: 0
  – Post-Route WL: about 3700 um
  – Vias per cell: between 5 and 6
  – Routed via count: 1495
  – Drt first-iter violations: between 100 and 150

Synthesis
  – Synth Instances: ~170
  – Avg Inst Size Synth: approximately 7 um^2
  – Yosys stat chip area: between 0.001 and 0.0015 mm^2
  – Ys Warns: 1
  – Distinct cells, synth: between 50 and 60
  – Cell area after synthesis: 0.00112 mm^2
  – Seq share, synth: 0
  – Top-count cell post-synth: nor2_1
  – Synth area leader: ha_1
  – Ys cells: 165
  – Top cell area share: 0.133
  – Largest cells by area after synthesis: ha_1 (13%), nor2_1 (7.0%), o21ai_0 (4.9%)
  – Synth cell count leaders: nor2_1 (21), ha_1 (12), o21ai_0 (11)

Floorplanning
  – Core area: ~0.0040 mm^2
  – Die width: 84 um
  – FP Core Util: 0.283
  – Die ar.: 0.00706 mm^2
  – Die Span Y: approximately 84 um
  – IO Pins: 21
  – FP Rows: 23

Placement
  – DP Area: about 0.0018 mm^2
  – Port Buffer Count: 21
  – Gpl congestion: between 0.8 and 0.9
  – Placed Cells: roughly 280
  – Post-DP HPWL: about 2900 um

Flow run
  – Max_cap viols: 0
  – OpenROAD warning count: 43

Run status
  – Outcome: finished, violations left
  – Violated checks: setup timing
## stage by stage
step                setup TNS (ns)  setup WS, ns  hold WS (ns)
finish                       -1.59        -0.406          2.71
global route                 -3.62        -0.526          2.77
CTS                          -1.32        -0.334          2.80
detailed placement           -9.82         -1.10          3.11
global placement             -9.38         -1.04          3.11
floorplan                   -0.443        -0.321          2.08
## power by group through the flow
stage	clock [mW]	combinational (mW)	sequential, mW
CTS	0	0.323	0
global route	0	0.374	0
finish	0	0.340	0
## final cells by class
type                            instances  area share
Inverter                               10      0.0248
Timing Repair Buffer                   84       0.328
Multi-Input combinational cell        146       0.616
Tap cell                               50      0.0310
## cell usage in the layout (no fill, tap or decap), types with 2 or more instances in the layout
cell type	instances
a21o_1	2
a21oi_1	5
a21oi_2	5
a31oi_1	4
and2_1	2
buf_2	3
buf_4	61
buf_6	4
clkbuf_2	3
clkdlybuf4s50_1	10
dlygate4sd2_1	2
ha_1	5
ha_2	3
ha_4	4
inv_1	3
inv_2	3
inv_4	3
mux2_4	2
nand2_1	7
nand2b_1	4
nand3_1	5
nand3_2	2
nand3b_1	2
nand4_1	3
nor2_1	18
nor2_4	2
nor2b_1	5
nor3_1	2
nor4_2	2
o2111ai_1	2
o211a_1	2
o211ai_1	3
o21a_1	5
o21ai_0	6
o21ai_1	6
o21ai_4	3
o22ai_1	2
xnor2_2	2
## cells by family (layout without fill, tap and decap cells)
group | count (synthesis) | after routing | share of synthesized area
muxes | 3 | 3 | 0.0289
and+or+nand+nor | 67 | 67 | 0.313
adders and majority gates | 12 | 12 | 0.133
xor gates and xnor gates | 3 | 3 | 0.0300
buffers and inverters | 19 | 94 | 0.0901
AOI/OAI and AO/OA | 61 | 61 | 0.405
## worst max path at each step
stage,from,end,slack (ns),cells after the start
6_report,bin_in[5],Segment0[0],-0.41,21
5_1_grt,bin_in[5],Segment0[0],-0.53,21
4_1_cts,bin_in[4],Segment0[0],-0.33,21
## repair_timing
item                                   CTS  global route
cloned                                   0             0
endpoints found under the hold margin    0             0
setup buffers                           12             5
pin swaps                               22            17
setup endpoints to repair               14            14
gates resized                           48            25
## layer usage
| metal | wire length, um | part of all wire |
|---|---|---|
| met1 | 1790 | 0.49 |
| met2 | 1740 | 0.47 |
| met3 | 152 | 0.041 |
| met4 | 0 | 0 |
| met5 | 0 | 0 |
Power figures rest on the tool's default switching activity, not on a simulated workload.
