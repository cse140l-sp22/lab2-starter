## ./config.mk

```make
export PLATFORM = sky130hd
export DESIGN_NAME = ct_mod_D
export DESIGN_NICKNAME = ct_mod_D
export VERILOG_FILES = /design/flow/design.v
export SDC_FILE = /design/flow/constraint.sdc
export NUM_CORES = 4
export LEC_CHECK = 1
export CORE_AREA = 10 10 83 83
export DIE_AREA = 0 0 93 93
```

## ./design.v

```verilog
module ct_mod_D(
  input clk, rst, en,
  input[6:0] TMo0,
  output logic[6:0] ct_out,
  output logic      z);
  always_ff @(posedge clk)
    if(rst)
	  ct_out <= 0;
	else if(en)
	  case(TMo0)
        1:        ct_out <= (ct_out+1)%28;   
        3,5,8,10: ct_out <= (ct_out+1)%30;
        default:  ct_out <= (ct_out+1)%31;
      endcase  	  
  always_comb case(TMo0)
    1:        z = ct_out==27;
    3,5,8,10: z = ct_out==29;
    default:  z = ct_out==30;
  endcase
endmodule
```

## ./run.sh

```bash
#!/bin/bash
# OpenROAD 26Q1-2900-gdf79404cd8, Yosys 0.63+post, stock flow scripts
make -C /OpenROAD-flow-scripts/flow DESIGN_CONFIG=/design/flow/config.mk WORK_HOME=/design/flow/orfs finish
```

## ./constraint.sdc

```tcl
current_design ct_mod_D

set clk_period 5.9
set clk_io_pct 0.2

create_clock -name clk0 -period $clk_period [get_ports {clk}]

set non_clock_inputs [all_inputs -no_clocks]
set_input_delay [expr $clk_period * $clk_io_pct] -clock clk0 $non_clock_inputs
set_output_delay [expr $clk_period * $clk_io_pct] -clock clk0 [all_outputs]
```

==> impl_summary.log <==
[metrics] run summary
[metrics] simple-gate share of the synthesized area: 34.0%
[metrics] crit path DRT: 6.03 ns
[metrics] most frequently used cell type in the post-synthesis netlist: sky130_fd_sc_hd__nand2_1
[metrics] gate count of the mapped netlist: 192
[metrics] crit path setup slack, layout: 0.206 ns
[metrics] horizontal die dimension: 93 um
[metrics] count of instantiated cells in the yosys netlist: 192
[metrics] adder-cell share of the synthesized area: 10.0%
[metrics] Detailed Route Iter0 Violations: 141
[metrics] # diodes: 0
[metrics] xor/xnor share of the synthesized area: 3.98%
[metrics] final tally of max-slew violations: 0
[metrics] Clk Latency, worst-skew pair: between 0.2 and 0.25 ns
[metrics] Hold Fails Final Rpt: 0
[metrics] chip area from the yosys synthesis statistics: 1320 um2
[metrics] reg2reg path depth: 23
[metrics] run status: complete, no violations
[metrics] mux cell area share after synthesis: 4.64%
[metrics] mean cell area of the mapped netlist: approximately 6.9 um2
[metrics] CTS tree: built
[metrics] arrival time at the worst endpoint: ~5.8 ns
[metrics] Slowest cell on crit path: sky130_fd_sc_hd__or4_4
[metrics] number of antenna violations at the first check in global routing: 0
[metrics] library cell used as clock root buffer: sky130_fd_sc_hd__clkbuf_8
[metrics] placement row count: 26
[metrics] top post-synthesis cells by area: sky130_fd_sc_hd__dfxtp_1 11%, sky130_fd_sc_hd__ha_1 8.5%, sky130_fd_sc_hd__nand2_1 6.3%
[metrics] final setup fails: 0
[metrics] Max-Cap Viols: 0
[metrics] netlist area before placement: 1320 um2
[metrics] tally of unique sky130hd cells used after synthesis: 59
[metrics] power density over cell area: 151 nW/um2
[metrics] reg-to-reg critical path startpoint: ct_out[0]$_SDFFE_PP0P_
[metrics] clock buffer count from CTS: 3
[metrics] routed length per placed instance: 12.9 um
[metrics] portion of the clock cycle consumed by the worst path in the final layout: 96.5%
[metrics] register name with the most flops: ct_out
[metrics] AND-OR/OR-AND share of the synthesized area: 30.6%
[metrics] min-delay src: ct_out[4]$_SDFFE_PP0P_
[metrics] Placed Area: 1730 um2
[metrics] clock slew seen by the registers of the worst setup and hold paths: around 0.040 ns
[metrics] chain of cells forming the critical path: clkdlybuf4s50_1 -> nor3_2 -> nand2_1 -> nand2_2 -> ha_1 -> or2_2 -> a21oi_2 -> nor2_1 -> o21ai_1 -> mux2i_1 -> ha_1 -> o21ai_1 -> nor2b_2 -> a21o_1 -> a21oi_2 -> a21boi_2 -> nor2_1 -> o21a_1 -> inv_2 -> ha_4 -> a21oi_1 -> or4_4 -> or2_0 -> a311oi_1
[metrics] buffer-and-inverter tally for the worst setup path: 2
[metrics] proportion of layout cells with a drive suffix above 1: 28.2%
[metrics] post-layout utilization of the core: 38.5%
[metrics] flip-flops with a built-in enable: 0
[metrics] max reg flops: 7
[metrics] leakage power of the design: 0.000814 uW
[metrics] clock buffer depth: 2
[metrics] die span in y: between 90 and 100 um
[metrics] startpoint class of the critical path: primary input
[metrics] top logic cell family in the synthesized netlist: simple AND/OR/NAND/NOR gates
[metrics] first drt pass iteration count: 4
[metrics] chip area: 8650 um2
[metrics] slew at the pin closest to its max-slew limit: ~0.43 ns
[metrics] tool warnings: 27
[metrics] number of DRC violations after detailed routing: 0
[metrics] Warnings, synthesis: 1
[metrics] Worst Path Class, Setup: primary input to flop
[metrics] min cycle time layout: 5.69 ns
[metrics] kind of end point of the critical path: flop
[metrics] share of the core filled by cells before placement: around 26%
[metrics] fraction of the yosys area taken by sequential cells: between 10% and 20%
[metrics] clock skew: around 0.0031 ns
[metrics] fmax: 0.176 GHz
[metrics] maximum number of pins on one net before global-route repair: 12
[metrics] IO Pins: 18
[metrics] Detail Route Antenna Nets: 0
[metrics] number of instances on the worst hold path: 2
[metrics] via count: 1,598
[metrics] worst max-slew margin expressed relative to the limit: 70.9%
[metrics] leading cell types by count after synthesis: 22 x sky130_fd_sc_hd__nand2_1, 18 x sky130_fd_sc_hd__nor2_1, 15 x sky130_fd_sc_hd__a21oi_1
[metrics] global-route wire length before repair: ~6800 um
[metrics] largest registers: ct_out (7)
[metrics] post-place setup slack: -0.441 ns
[metrics] number of global-route vias before repair: 1,459
[metrics] worst-case hold path end point: ct_out[4]$_SDFFE_PP0P_
[metrics] area inside the core boundary: 5140 um2
[metrics] detailed placer's ending HPWL: approximately 3300 um
[metrics] overall track demand over capacity in global routing: around a tenth
[metrics] Async S/R FF share, synth: 0%
[metrics] post-DR vias/cell: roughly 5
[metrics] post-route worst hold slack: roughly 0.62 ns
[metrics] Main synth FF type: sky130_fd_sc_hd__dfxtp_1
[metrics] count of H-tree levels built during CTS: 1
[metrics] signed area change from the synthesized netlist to the final layout: 49.8%
[metrics] Crit Path Max Fanout: 2
[metrics] fraction of synthesized cell area taken by the top area cell type: approximately a tenth
[metrics] Buffers on Ports: 17
[metrics] Seq cells post-synth: 7
[metrics] critical path's largest stage delay: 0.48 ns
[metrics] flop-to-flop setup slack: approximately 0.74 ns
[metrics] routability-driven placement congestion ratio: 1.04
[metrics] Peak VDD IR: 0.126 mV
[metrics] cell type with the highest aggregate area in the netlist: sky130_fd_sc_hd__dfxtp_1
[metrics] endpoint of the worst-slack reg-to-reg timing path: ct_out[5]$_SDFFE_PP0P_
[metrics] final standard cell area without fillers: 1980 um2
[metrics] final WL: roughly 4100 um
[metrics] global route overflow: 0
[metrics] sinks on the clock net: 7
[metrics] hold crit path type: flop to flop
[metrics] kind of cell adding the most delay to the critical path: simple AND/OR/NAND/NOR gates
==> what timing repair did <==
action                                  CTS  global route
endpoints found under the setup margin    4             7
buffers inserted                         11             4
pin swaps                                 1            10
hold buffers                              0             0
gates resized                             3            20
==> metal layers <==
layer	vias up	track usage (%)	routed length, um
li1	830	-	-
met3	2	1.29	176
met2	37	16.7	2040
met1	729	12.2	1860
met5	-	0	0
met4	0	0.514	14
==> through the flow <==
| step | power (uW) | TNS [ns] | cells |
|---|---|---|---|
| 2_1_floorplan | 142 | 0 | 192 |
| 5_1_grt | 324 | -0.117 | 318 |
| 3_3_place_gp | 201 | -1.18 | 299 |
| 6_report | 299 | 0 | 318 |
| 3_5_place_dp | 201 | -1.46 | 299 |
| 4_1_cts | 284 | 0 | 314 |
==> layout by cell type (no fill, tap or decap), drive strengths merged, types with 6 or more instances in the layout <==
cell           synthesis  final
xnor2                  6      6
and2                   6      6
clkdlybuf4s50          0     13
nand2                 22     22
dfxtp                  7      7
a21oi                 18     18
o21ai                 12     12
inv                   12     12
nor3                   8      8
nand3                  9      9
nor2                  18     18
buf                    3     39
ha                     9      9
==> worst max path at each step <==
stage | slack, ns | cells past startpoint | start | end
after CTS | 0.02 | 26 | TMo0[2] | ct_out[5]$_SDFFE_PP0P_
after global routing | -0.09 | 25 | TMo0[5] | ct_out[5]$_SDFFE_PP0P_
final | 0.21 | 24 | TMo0[4] | ct_out[5]$_SDFFE_PP0P_
==> cell families after synthesis <==
kind of cell	Yosys count
flops	7
buf+inv	17
xor+xnor	6
fa+ha+maj	10
compound gates	58
simple gates	88
mux	6
==> cell type report <==
type | instances | area, um2
flip-flops and latches | 7 | 140
clock buffers | 4 | 45.0
inverters | 13 | 53.8
well taps | 70 | 87.6
fillers | 541 | 3160
repair buffers | 56 | 473
multi-input cells | 168 | 1180
==> tightest hold or removal path, stage by stage (launching register included) <==
cell and delay (ns):
sky130_fd_sc_hd__dfxtp_1 0.36, sky130_fd_sc_hd__inv_1 0.07, sky130_fd_sc_hd__o311ai_0 0.11
==> where the power goes <==
part | switching, uW | internal (uW) | total [uW]
registers | 10.8 | 51.7 | 62.5
clock network | 20.2 | 46.7 | 66.9
logic | 79.9 | 89.4 | 169
total | 111 | 188 | 299
Power and IR drop assume default switching activity.
