File: flow/run.sh
#!/bin/bash
# OpenROAD 26Q1-2900-gdf79404cd8, Yosys 0.63+post, stock flow scripts
make -C /OpenROAD-flow-scripts/flow DESIGN_CONFIG=/design/flow/config.mk WORK_HOME=/design/flow/orfs finish
File: flow/config.mk
export PLATFORM = sky130hd
export DESIGN_NAME = ct_mod_N
export DESIGN_NICKNAME = ct_mod_N
export VERILOG_FILES = /design/flow/design.v
export SDC_FILE = /design/flow/constraint.sdc
export NUM_CORES = 4
export LEC_CHECK = 1
export CORE_AREA = 10 10 76 76
export DIE_AREA = 0 0 86 86
File: flow/constraint.sdc
current_design ct_mod_N

set clk_period 3.1
set clk_io_pct 0.2

create_clock -name clk0 -period $clk_period [get_ports {clk}]

set non_clock_inputs [all_inputs -no_clocks]
set_input_delay [expr $clk_period * $clk_io_pct] -clock clk0 $non_clock_inputs
set_output_delay [expr $clk_period * $clk_io_pct] -clock clk0 [all_outputs]
File: flow/design.v
module ct_mod_N #(parameter N=60)(
  input clk, rst, en,
  output logic[6:0] ct_out,
  output logic mVal);
   always_ff @(posedge clk)
      if(rst)
         ct_out <= 0;
      else if(en)
         ct_out <= (ct_out+'b1)%N;	   
  always_comb mVal = ct_out==(N-'b1);    
endmodule
==> notes.md <==
Implementation progress

The setup clock skew after layout stands at ~0.0038 ns. Per the cell usage report, the commonest logic cells after layout are 10 x clkdlybuf4s50_1, 8 x nor2_1, 7 x dfxtp_1. The data required time of the worst path stands at 2.48 ns. In this run the critical register-to-register path is captured at ct_out[3]. The core region area stands at about 4100 um^2. The initial antenna violation count stands at 0. The post-route core utilization stands at 21.7%. The number of warnings in the stage logs stands at 27.

On the critical path the largest part of the delay comes from buffers and inverters. Warnings reported by Yosys during synthesis add up to 1. The maximum single-stage delay on the critical path stands at about 0.52 ns.

The total negative slack for setup checks stands at 0 ns. The report counts max-capacitance violations totalling 0. The number of cells produced by synthesis stands at about 95. The run finished with clean final reports.

The number of fill cells stands at approximately 450. Yosys reported a register bit count of 7. The worst reg2reg path depth stands at 7. The worst setup path is launched from a flip-flop.

STA classifies the critical path endpoint as an output port. The height of the die stands at roughly 86 um. The register with the most flip-flops in the final layout is ct_out.

The cell count of the worst hold path stands at 2. As reported, the later end of the worst-skew pair has a clock insertion delay of 0.23 ns. The power density normalized to cell area stands at approximately 300 nW/um^2. The longest clock path from root to sink contains 2 buffers. The setup path with the least slack is of type flip-flop to output port.

In the routed layout, each cell is associated on average with a via count of 4.85. The number of global-route vias before repair is ~700. The sequential-to-total area share from yosys stat stands at 19.1%. Looking at the cell usage after synthesis, the top flip-flop cell is dfxtp_1.

The worst path buffer plus inverter count stands at 1. Per the CTS log, the root buffer master is clkbuf_8. The async set-reset flop share out of synthesis stands at 0%. Per the detail_route report, DRC violations left total 0. Across every metal layer, demand over resource in global routing totals around 5.2%.

The worst VDD IR drop from the latest analysis is 67.3 uV. Setup repair after global routing left no endpoint under its margin. The mapped cell area stands at between 700 and 800 um^2. The tally of non-filler cells in the final layout stands at about 150. Per the post-route antenna check, the number of violating nets is 0. The worst-case reg-to-reg setup slack stands at around 0.85 ns. The final number of setup-violating endpoints stands at 0. The overall power stands at approximately 0.27 mW. The startpoint identified for the worst hold timing path is ct_out[5]. After synthesis, the design contains approximately 95 cells according to Yosys. Per the CTS log, the maximum H-tree level is 1. The HPWL after detailed placement is around 1400 um.

11 I/O pins were placed. The number of buffers inserted during clock tree synthesis stands at 3. The post-synth tally of flip-flops with integrated enable stands at 0. The violation tally recorded at the end of detailed-routing iteration 0 is ~130.

The flow measured a signed area growth from synthesis to layout of 22.1%. The total die size stands at approximately 7400 um^2. Counting distinct cell types in the post-synthesis netlist gives between 40 and 50. STA shows the worst min-delay path finishing at ct_out[5]. The top achievable clock speed stands at around 0.36 GHz. The iteration tally of the first detailed-router pass stands at 4. In the routed netlist, the antenna diode instances number 0. The largest net degree at the start of global routing stands at 20. For reference, the placement row count at floorplan is 23.

The slew at the pin with the worst max-slew slack stands at around 0.59 ns. The via count stands at 728. The worst register-to-register path begins at ct_out[0]. The share of post-route cells with drive strength above 1 stands at 10.0%. The starting density of the core stands at ~18%.

The largest registers in the layout are ct_out x7. Among all stages on the critical path, the largest delay is contributed by clkdlybuf4s50_1. By instance count after routing, the leading logic cell type is clkdlybuf4s50_1.

The maximum fanout along the worst path stands at 11. The wire length reported by the detailed router stands at approximately 1900 um. The relative max-transition margin stands at between 60% and 70%. The register with the most flip-flops in the layout has 7 of them. For reference, the critical path cell chain is ha_1, nor2b_1, nor4bb_1, clkdlybuf4s50_1. The tightest hold margin stands at around 0.62 ns.

The CTS log lists the clock sinks for this run as 7. The overall overflow remaining after global route stands at 0. The static leakage stands at between 0.2 and 0.3 nW. Per the detail_route report, routed wire per instance is around 13 um. The weighted congestion reported at the end of routability-driven placement stands at between 0.8 and 0.9. At the worst endpoint, the arrival time is roughly 2.1 ns. For the finished layout, the period the worst path requires is roughly 2.7 ns. The setup fix buffers added after clock tree synthesis stands at 0. Gates resized during post-CTS repair numbered 0. The final number of hold-violating endpoints stands at 0. The number of placed instances, taps included, is roughly 150.

Clock-pin slew was measured on the worst setup and hold paths at around 0.04 ns. The first-pass GRT wire length stands at about 3300 um. Note that the worst hold path type here is flip-flop to flip-flop. According to the Yosys statistics, the synthesized design has a chip area of approximately 730 um^2. The width of the chip stands at between 80 and 90 um. In the final report, the number of pins over their slew limit comes to 0.

After clock tree synthesis, the flow added hold-fix buffers numbering 0. TritonCTS built the clock tree. After layout, the worst path uses approximately nine tenths of the clock period. The average cell area after synthesis stands at roughly 7.7 um^2. The buffer_ports step reported a buffer count of 10.
worst min-delay path: cells and delay by family (launching register included):
kind | cells | cell delay (ns)
and+or+nand+nor | 1 | 0.12
AOI/OAI and AO/OA | 1 | 0.05
DFF | 1 | 0.39
layout make-up:
type | count | area [um^2] | area share [%]
flip-flops and latches | 7 | 140 | 15.7
inverters | 2 | 7.51 | 0.840
well taps | 50 | 62.6 | 7.00
repair buffers | 11 | 108 | 12.0
clock buffers | 4 | 45.0 | 5.04
multi-input cells | 76 | 531 | 59.4
kinds of logic (layout without fill, tap and decap cells):
group | count (synthesis) | in the layout | synth area share [%]
fa+ha+maj | 2 | 2 | 3.42
compound gates | 30 | 30 | 30.6
mux | 2 | 2 | 2.74
buf+inv | 12 | 17 | 8.38
flops | 7 | 7 | 19.1
simple gates | 40 | 40 | 33.3
xor+xnor | 2 | 2 | 2.39
layer usage:
metal / global-route usage, % / wire (um) / up-vias
met5: 0 / 0 / -
met4: 0.898 / 32 / 0
met3: 1.33 / 175 / 4
met2: 7.78 / 799 / 25
met1: 7.43 / 871 / 331
li1: - / - / 368
Yosys cell counts, drive strengths merged, types with 2 or more instances:
cell / instances / share of area (%)
nor2b: 3 / 2.6
xnor2: 2 / 2.4
a21oi: 5 / 3.4
nand2b: 2 / 1.7
ha: 2 / 3.4
and2: 2 / 1.7
o21ai: 6 / 4.1
dfxtp: 7 / 19
nand4: 3 / 2.6
nand3: 4 / 4.4
o2111ai: 2 / 2.4
o22a: 2 / 2.4
inv: 2 / 1.0
a31oi: 2 / 1.7
buf: 8 / 6.3
nor2: 8 / 4.1
and3: 3 / 3.4
nor3: 2 / 1.4
mux2i: 2 / 2.7
a211o: 2 / 2.4
nand2: 7 / 3.9
clkbuf: 2 / 1.0
per-stage QoR:
step                setup WS [ns]  area (um^2)
floorplan                    1.21          732
global placement            0.664          848
global route                0.138          893
detailed placement          0.596          848
CTS                         0.348          893
finish                      0.357          893
worst max path at each step:
stage	slack, ns	endpoint	depth (start not counted)	startpoint
CTS	0.35	mVal	4	ct_out[0]
global route	0.14	mVal	4	ct_out[0]
finish	0.36	mVal	4	ct_out[0]
power by group:
group | switching, mW | leakage, nW | total, mW | internal [mW]
combinational | 0.0130 | 0.212 | 0.0302 | 0.0173
clock | 0.0421 | 0.0228 | 0.131 | 0.0892
sequential | 0.0103 | 0.0570 | 0.105 | 0.0944
Power is estimated from default activity; no workload was simulated.
